--- flow/design.v ---
`timescale 1ns / 1ps
module sccb (
    input  wire clock,
    input  wire reset,
    input  wire start,
    output reg sccb_clk,
    output reg sccb_dat
);
reg [1:0] state, next;  
reg [8:0] count;        
reg [3:0] reg_cnt;
reg [4:0] bit_cnt; 
reg start_;
wire start_det, start_done, dat_done, stop_done, all_reg;
wire [7:0] address = 8'h42;  
wire [7:0] offset, data;
wire [15:0] addr_dat [55:0];
assign	addr_dat[0]	    =	16'h1280;	 
assign	addr_dat[1]	    =	16'h1280;	 
assign	addr_dat[2]	    =	16'h1204;	 
assign	addr_dat[3]	    =	16'h1180;	 
assign	addr_dat[4]	    =	16'h0C00;	 
assign	addr_dat[5]	    =	16'h3E00;	 
assign	addr_dat[6]	    =	16'h8C00;	 
assign	addr_dat[7]	    =	16'h0400;	 
assign	addr_dat[8]	    =	16'h4010;	 
assign	addr_dat[9]	    =	16'h3a04;	 
assign	addr_dat[10]	=	16'h1438;	 
assign	addr_dat[11]	=	16'h4f40;	 
assign	addr_dat[12]	=	16'h5034;	 
assign	addr_dat[13]	=	16'h510C;	 
assign	addr_dat[14]	=	16'h5217;	 
assign	addr_dat[15]	=	16'h5329;	 
assign	addr_dat[16]	=	16'h5440;	 
assign	addr_dat[17]	=	16'h581e;	 
assign	addr_dat[18]	=	16'h3dc0;	 
assign	addr_dat[19]	=	16'h1180;	 
assign	addr_dat[20]	=	16'h1711;	 
assign	addr_dat[21]	=	16'h1861;	 
assign	addr_dat[22]	=	16'h32A4;	 
assign	addr_dat[23]	=	16'h1903;	 
assign	addr_dat[24]	=	16'h1A7b;	 
assign	addr_dat[25]	=	16'h030a;	 
assign	addr_dat[26]	=	16'h0e61;	 
assign	addr_dat[27]	=	16'h0f4b;	 
assign	addr_dat[28]	=	16'h1602;	 
assign	addr_dat[29]	=	16'h1e37;	 
assign	addr_dat[30]	=	16'h2102;	 
assign	addr_dat[31]	=	16'h2291;	 
assign	addr_dat[32]	=	16'h2907;	 
assign	addr_dat[33]	=	16'h330b;	 
assign	addr_dat[34]	=	16'h350b;	 
assign	addr_dat[35]	=	16'h371d;	 
assign	addr_dat[36]	=	16'h3871;	 
assign	addr_dat[37]	=	16'h392a;	 
assign	addr_dat[38]	=	16'h3c78;	 
assign	addr_dat[39]	=	16'h4d40;	 
assign	addr_dat[40]	=	16'h4e20;	 
assign	addr_dat[41]	=	16'h6900;	 
assign	addr_dat[42]	=	16'h6b4a;	 
assign	addr_dat[43]	=	16'h7410;	 
assign	addr_dat[44]	=	16'h8d4f;	 
assign	addr_dat[45]	=	16'h8e00;	 
assign	addr_dat[46]	=	16'h8f00;	 
assign	addr_dat[47]	=	16'h9000;	 
assign	addr_dat[48]	=	16'h9100;	 
assign	addr_dat[49]	=	16'h9600;	 
assign	addr_dat[50]	=	16'h9a00;	 
assign	addr_dat[51]	=	16'hb084;	 
assign	addr_dat[52]	=	16'hb10c;	 
assign	addr_dat[53]	=	16'hb20e;	 
assign	addr_dat[54]	=	16'hb382;	 
assign	addr_dat[55]	=	16'hb80a;	 
assign {offset, data}   = addr_dat[reg_cnt];
always @ ( posedge clock ) begin
    if ( reset == 1'b1 ) start_ <= 1'b0;
    else                 start_ <= start;
end
assign start_det  = ~start_ & start;
assign start_done = (state == 2'b01) && (  count  == (80 + 80));
assign dat_done   = (state == 2'b10) && (  count  == (150 + 150 + 15 + 15)) && (bit_cnt == 26);
assign stop_done  = (state == 2'b11) && (  count  == (150 + 80 + 150 ));
assign all_reg    = (state == 2'b11) && ( reg_cnt == 56 );
always @ ( posedge clock ) begin
    if ( reset == 1'b1 ) state <= 2'b00;
    else                 state <= next;
end
always @ (*) begin
    case ( state )
        2'b00:  if (start_det)   next = 2'b01; 
                else             next = 2'b00;
        2'b01:   if (start_done)  next = 2'b10; 
                else             next = 2'b01;
        2'b10:   if (dat_done)    next = 2'b11; 
                else             next = 2'b10; 
        2'b11:   if (stop_done) begin
                    if ( ~all_reg ) next = 2'b01; 
                    else            next = 2'b00;
                end
                else                next = 2'b11;                                                
        default:                    next = 2'b00;
    endcase
end
always @ ( posedge clock ) begin
    if (reset == 1'b1) count <= 9'd0;
    else begin
        case ( state )
            2'b01: if (count < (80+80))   
                                        count <= count + 9'd1;
                  else                  count <= 9'd0;
            2'b10: if (count < (150 + 150 + 15 + 15))
                                        count <= count + 9'd1;
                  else                  count <= 9'd0;
            2'b11: if (count < (150 + 80 + 150)) 
                                        count <= count + 9'd1;
                  else                  count <= 9'd0;
             default:                   count <= 9'd0;
        endcase
    end
end
always @ ( posedge clock ) begin
    if ( reset == 1'b1 ) reg_cnt <= 4'd0;
    else begin 
        if (start_det)   reg_cnt <= 4'd0;
        else begin 
            if ((state == 2'b11) && stop_done)
               reg_cnt <= reg_cnt + 4'd1;
            else  
               reg_cnt <= reg_cnt;
        end
    end
end
always @ ( posedge clock ) begin
    if ( reset == 1'b1 ) bit_cnt <= 5'd0;
    else begin
        if ((state == 2'b10) && (count == 150 + 150 + 15 + 15)) begin
            if ( bit_cnt == 26)   bit_cnt <= 5'd0;
            else                        bit_cnt <= bit_cnt + 5'd1;
        end
    end
end
always @ ( posedge clock ) begin
    if ( reset == 1'b1 ) sccb_clk <= 1'b1;
    else begin
        if ( state == 2'b10 || state == 2'b11 ) begin
            if (count < (15 + 150))  sccb_clk <= 1'b0;
            else                                sccb_clk <= 1'b1;
        end
    end
end
always @ ( posedge clock ) begin
    if ( reset == 1'b1 )
        sccb_dat  <= 1'b1; 
    else begin
        if ( state == 2'b10 &&  count == 75 ) begin
            if (bit_cnt < 5'd8 )                               sccb_dat <= address[7-bit_cnt];  
            else begin
                if (bit_cnt > 5'd8 && bit_cnt < 5'd17)         sccb_dat <= offset[16-bit_cnt];  
                else begin
                    if (bit_cnt > 5'd17 && bit_cnt < 5'd26)    sccb_dat <= data[25-bit_cnt];  
                    else if (bit_cnt == 5'd8 || bit_cnt == 5'd17 || bit_cnt == 5'd26) 
                                                               sccb_dat <= 1'b1;  
                end
            end
        end
        else if ( state == 2'b01 ) begin 
                  if ( count < 80 ) sccb_dat <= 1'b1;
                  else                  sccb_dat <= 1'b0;
        end
        else if ( state == 2'b11 ) begin
                  if ( count == 75 )                sccb_dat <= 1'b0;
                  else if ( count > (150 + 80))  sccb_dat <= 1'b1;
        end
    end
end
endmodule
--- flow/run.sh ---
#!/bin/bash
# OpenROAD 26Q1-2900-gdf79404cd8, Yosys 0.63+post, stock flow scripts
make -C /OpenROAD-flow-scripts/flow DESIGN_CONFIG=/design/flow/config.mk WORK_HOME=/design/flow/orfs finish
--- flow/config.mk ---
export PLATFORM = sky130hd
export DESIGN_NAME = sccb
export DESIGN_NICKNAME = sccb
export VERILOG_FILES = /design/flow/design.v
export SDC_FILE = /design/flow/constraint.sdc
export NUM_CORES = 4
export LEC_CHECK = 1
export CORE_UTILIZATION = 30
--- flow/constraint.sdc ---
current_design sccb

set clk_period 2.5
set clk_io_pct 0.2

create_clock -name clk0 -period $clk_period [get_ports {clock}]

set non_clock_inputs [all_inputs -no_clocks]
set_input_delay [expr $clk_period * $clk_io_pct] -clock clk0 $non_clock_inputs
set_output_delay [expr $clk_period * $clk_io_pct] -clock clk0 [all_outputs]
==> qor.log <==
INFO  final_timing   final.hold.worst_slack=0.460ns
INFO  setup_path     critical_path_arrival=2.27ns
INFO  setup_path     timing.rr.end=sccb_dat
INFO  final_timing   period_used_share=84.6%
INFO  grt            first_global_vias=1,673
INFO  setup_path     rrSetupSlack=0.39ns
INFO  yosys          total_of_warnings_raised_by_yosys=1
INFO  yosys          ys_chip_area=2040squm
INFO  yosys          area_leaders=sky130_fd_sc_hd__dfxtp_1 (25%), sky130_fd_sc_hd__ha_1 (9.2%), sky130_fd_sc_hd__a21oi_1 (5.4%), sky130_fd_sc_hd__nor2_1 (5.2%), sky130_fd_sc_hd__o21ai_0 (3.4%)
INFO  placement      dp_hpwl=3080um
INFO  die            initial_core_util=31.6%
INFO  min_path       beginning_of_the_worst_hold_path=state[0]
INFO  power_and_ir_drop cellPowerDensity=312nW/um^2
INFO  yosys          synth_dominant_cell_count=sky130_fd_sc_hd__nor2_1
INFO  yosys          number_of_synthesized_flops_with_an_enable_pin=0
INFO  power_and_ir_drop p_leak=0.718nW
INFO  clock_network  clockBufferDepth=2
INFO  drt            drt_wl_total=4320um
INFO  setup_path     gate_family_responsible_for_the_most_delay_along_the_worst_path=AND-OR/OR-AND gates
INFO  final_timing   period_minus_slack=2.11ns
INFO  clock_network  cts_sinks=25
INFO  placement      port-buffer-count=4
INFO  drt            num_vias=1,815
INFO  clock_network  tritoncts.num_buffers=3
INFO  setup_path     kind_of_start_point_of_the_critical_path=register
INFO  power_and_ir_drop total_switching_power=0.000144W
INFO  final_timing   timing.fmax=0.473GHz
INFO  yosys          synth.top_cells.by_count=sky130_fd_sc_hd__nor2_1 (28), sky130_fd_sc_hd__dfxtp_1 (25), sky130_fd_sc_hd__a21oi_1 (22), sky130_fd_sc_hd__nand2_1 (18)
INFO  clock_network  holdBufCountCts=0
INFO  die            fp.coreArea=6460squm
INFO  yosys          yosysCellCount=266
INFO  grt            gr-total-overflow=0
INFO  clock_network  cts-resized-gates=0
INFO  clock_network  clkSlewWorstSetupHoldPaths=0.08ns
INFO  setup_path     crit-reg2reg-launch=bit_cnt[1]
INFO  clock_network  cts_tree=done
INFO  placement      gpl.final_weighted_congestion=0.860
INFO  clock_network  h_tree_depth=1
INFO  min_path       min_delay_path_depth=1
INFO  final_timing   finalClockSkew=0.00324ns
INFO  clock_network  cts-root-buf=sky130_fd_sc_hd__clkbuf_8
INFO  layout         area_growth=5.89%
INFO  die            die_h=84.5um
INFO  die            die.size.x=84.5um
INFO  grt            global_route_wire_length_before_repair=7690um
INFO  setup_path     timing.critical_path.slowest_cell_delay=0.52ns
INFO  yosys          ys.flops=25
INFO  setup_path     worstPathCellList=inv_1 -> ha_1 -> and4bb_1 -> a2111oi_2 -> nand2_1 -> and3_1 -> a41oi_1 -> o21ai_1
INFO  drt            postRouteAntennaNets=0
INFO  final_timing   hold_violations=0
INFO  final_timing   rsz0062_at_grt=false
INFO  final_timing   worst_slew_margin_rel=57.7%
INFO  yosys          yosys_most_used_dff=sky130_fd_sc_hd__dfxtp_1
INFO  setup_path     buffers_plus_inverters_on_the_worst_setup_path=1
INFO  grt            antenna_found_initial=0
INFO  drt            vias_per_cell=5.39
INFO  clock_network  postCtsSetupBuffers=0
INFO  clock_network  clk_ins_delay_skew_pair=0.26ns
INFO  power_and_ir_drop power_frac_comb=4.4%
INFO  power_and_ir_drop clkPwrFrac=35.0%
INFO  final_timing   worstMarginPinSlew=0.634ns
INFO  run            max_capacitance_violation_count=0
INFO  final_timing   timing.final.setup_violations=0
INFO  yosys          synth_seq_share=24.5%
INFO  status         run_status=finished, final reports clean
INFO  die            rows=29
INFO  setup_path     rr_worst_depth=8
INFO  setup_path     timing_worst_setup_path_type=reg -> reg
INFO  drt            detail_route.first_pass.iterations=4
INFO  yosys          async_flop_share=0%
INFO  run            warnings=35
INFO  setup_path     critPathRequiredTime=2.66ns
INFO  drt            dr.first_iter.drc_count=80
INFO  grt            globalRouteTotalUtil=12.9%
INFO  power_and_ir_drop power.switching_fraction=21.3%
INFO  power_and_ir_drop vdd_drop_max=0.166mV
INFO  setup_path     crit_path_top_delay_cell=sky130_fd_sc_hd__dfxtp_1
INFO  final_timing   slew_viol_final=0
INFO  power_and_ir_drop seqPwrFrac=60.6%
INFO  power_and_ir_drop total_power=0.000674W
INFO  yosys          syn-mean-instance-area=7.67squm
INFO  setup_path     crit_fanout=9
INFO  grt            grt_start_max_net_pins=21
INFO  power_and_ir_drop internal_power=0.000531W
INFO  die            ioPinCount=5
INFO  drt            antenna_cells_inserted=0
INFO  yosys          synth_area_leader_cell=sky130_fd_sc_hd__dfxtp_1
INFO  yosys          synthDistinctLibCells=55
INFO  yosys          netlist_area_pre_place=2040squm
INFO  drt            drcViolationCount=0
INFO  final_timing   totalNegativeSetupSlack=0ns
INFO  die            die_footprint=7130squm
INFO  min_path       hold_end=state[0]
INFO  yosys          syn-instance-count=266
INFO  setup_path     worstSetupEndpointType=register
INFO  yosys          synth_top_area_share=24.5%
INFO  drt            average_detailed_routed_wire_length_per_instance=12.8um
INFO  layout         final_layout_size_suffix_gt1_share=5.38%
INFO  min_path       worstHoldPathType=reg -> reg
==> registers in the layout, summed over array words and instances (netlist names) <==
name	cells
reg_cnt	4
bit_cnt	5
count	9
sccb_clk	1
sccb_dat	1
start_	1
state	4
==> power groups by stage <==
stage | registers, W | clock network (W) | logic [W]
after CTS | 0.000408 | 0.000248 | 0.0000304
after global routing | 0.000410 | 0.000264 | 0.0000344
final | 0.000409 | 0.000236 | 0.0000300
==> area by class of cell <==
cell class	count	area, sq um
clock buffer	4	45.0
fill	690	4300
inverter	15	56.3
multi-input combinational	209	1400
sequential	25	500
tap	77	96.3
timing repair buffer	7	62.6
==> layer usage <==
metal	wire length (um)	track usage, %	up-vias
met5	0	0	-
met1	2320	20.3	846
li1	-	-	940
met3	113	1.10	2
met2	1870	20.5	27
met4	17	1.08	0
==> kinds of logic (layout without fill, tap and decap cells) <==
family | count (synthesis) | count (layout) | share of synthesized area [%]
AND/OR/NAND/NOR | 112 | 112 | 31.2
AND-OR/OR-AND | 71 | 71 | 23.4
buffers and inverters | 32 | 26 | 6.87
flip-flops | 25 | 25 | 24.5
adder cells (fa/ha/maj) | 15 | 15 | 9.20
XOR/XNOR | 10 | 10 | 4.29
multiplexers | 1 | 1 | 0.491
==> worst max-delay path by stage <==
| stage | endpoint | startpoint | cells after the start |
|---|---|---|---|
| CTS | sccb_dat | bit_cnt[1] | 8 |
| global route | sccb_dat | bit_cnt[1] | 8 |
| finish | sccb_dat | bit_cnt[1] | 8 |
==> per-stage QoR <==
stage / instances / utilization [%] / cell area [sq um] / setup slack, ns
after floorplan: 266 / - / 2040 / 0.586
after global placement: 333 / 32.7 / 2110 / 0.413
after detailed placement: 333 / 32.7 / 2110 / 0.405
after CTS: 337 / 33.4 / 2160 / 0.372
after global routing: 337 / 33.4 / 2160 / 0.206
final: 337 / 33.4 / 2160 / 0.386
==> layout by cell type, fill, tap and decap left out, types with 3 or more instances in the layout <==
| cell type | instances |
|---|---|
| sky130_fd_sc_hd__nand4_1 | 4 |
| sky130_fd_sc_hd__or3_1 | 5 |
| sky130_fd_sc_hd__a22oi_1 | 3 |
| sky130_fd_sc_hd__clkbuf_8 | 3 |
| sky130_fd_sc_hd__nor2b_1 | 9 |
| sky130_fd_sc_hd__inv_1 | 15 |
| sky130_fd_sc_hd__nor3_1 | 5 |
| sky130_fd_sc_hd__o21ai_0 | 14 |
| sky130_fd_sc_hd__and4_1 | 3 |
| sky130_fd_sc_hd__buf_4 | 3 |
| sky130_fd_sc_hd__and3b_1 | 4 |
| sky130_fd_sc_hd__nand2_1 | 18 |
| sky130_fd_sc_hd__nand3b_1 | 3 |
| sky130_fd_sc_hd__a21oi_1 | 22 |
| sky130_fd_sc_hd__xnor2_1 | 6 |
| sky130_fd_sc_hd__and3_1 | 3 |
| sky130_fd_sc_hd__o22a_1 | 4 |
| sky130_fd_sc_hd__clkdlybuf4s50_1 | 4 |
| sky130_fd_sc_hd__dfxtp_1 | 25 |
| sky130_fd_sc_hd__nand3_1 | 10 |
| sky130_fd_sc_hd__xor2_1 | 4 |
| sky130_fd_sc_hd__o31ai_1 | 4 |
| sky130_fd_sc_hd__o21bai_1 | 3 |
| sky130_fd_sc_hd__nor2_1 | 28 |
| sky130_fd_sc_hd__ha_1 | 15 |
| sky130_fd_sc_hd__a31oi_1 | 3 |
| sky130_fd_sc_hd__nand2b_1 | 6 |
Power figures rest on the tool's default switching activity, not on a simulated workload.
